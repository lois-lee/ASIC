==> design/flow/config.mk <==
export PLATFORM = sky130hd
export DESIGN_NAME = FF
export DESIGN_NICKNAME = FF
export VERILOG_FILES = /design/flow/design.v
export SDC_FILE = /design/flow/constraint.sdc
export NUM_CORES = 4
export LEC_CHECK = 1
export CORE_AREA = 10 10 71 71
export DIE_AREA = 0 0 81 81
==> design/flow/constraint.sdc <==
current_design FF

set clk_period 1.5
set clk_io_pct 0.2

create_clock -name clk0 -period $clk_period [get_ports {Clk_CI}]

set non_clock_inputs [all_inputs -no_clocks]
set_input_delay [expr $clk_period * $clk_io_pct] -clock clk0 $non_clock_inputs
set_output_delay [expr $clk_period * $clk_io_pct] -clock clk0 [all_outputs]
==> design/flow/design.v <==
module FF
#(
  parameter DATA_WIDTH = 10    
)
(   
  input                       Clk_CI,   
  input                       Rst_RBI,  
  input                       WrEn_SI,  
  input      signed [DATA_WIDTH-1:0] D_DI,     
  output reg signed [DATA_WIDTH-1:0] Q_DO      
);
always @(posedge Clk_CI or negedge Rst_RBI)
  if(~Rst_RBI)
    Q_DO <= 0;
  else if(WrEn_SI)
    Q_DO <= D_DI;
endmodule
==> design/flow/run.sh <==
#!/bin/bash
# OpenROAD 26Q1-2900-gdf79404cd8, Yosys 0.63+post, stock flow scripts
make -C /OpenROAD-flow-scripts/flow DESIGN_CONFIG=/design/flow/config.mk WORK_HOME=/design/flow/orfs finish
==> Changelog: implementation <==
### Changed

* Status: completed
* Post-layout util at 21.0%
* PortBufs at 22
* Initial core utilization at 11.3%
* Worst stage delay on the critical path at 0.48 ns
* DRC at 0
* CP top delay family: buffers and inverters
* Psw at 146 uW
* Gpl congestion at 0.623
* GRT Total Usage at 3.45%
* Routed length per instance at 11.1 um
* Synth flops at 10
* Yosys aoi share at 0%
* Antenna viol nets, final at 0
* EDFF count, synth at 0
* DIE AREA at 6560 um^2
* Biggest regs: Q_DO: 10 flops
* Fin crit share at 91.0%
* Number of global-route vias before repair at 321
* Final setup violation count at 0
* Syn. warnings at 1
* Synth top cells by count: dfrtp_1, mux2_4, buf_6
* Final HPWL DP at 916 um
* Skew-Pair Late Insertion Delay at 0.23 ns
* Vias at 266
* Vias per Instance at 2.77
* Avg Cell Area, Syn at 19.6 um^2
* Crit-path slowest cell: clkdlybuf4s50_1
* Number of cells in Yosys stat at 21
* 1st-iter DRT viols at 11
* Root Driver: clkbuf_8
* Least-Margin Pin Slew at 0.486 ns
* Antenna violations before repair at 0
* H-tree depth at 1
* CTS tree: done
* Mapped Cells at 21
* Clock Tree Buf Depth at 2
* Number of max-cap violations at 0
* RSZ-0062 raised after global routing: false
* Hold buffer count at cts at 0
* Leakage power at 0.000328 uW
* CP Launch Type: register
* WP buf/inv at 1
* Internal power at 645 uW
* Cell taking the most area after synthesis: dfrtp_1
* Num CTS Buffers at 3
* Asr flop ratio synth at 100%
* YS chip area at 412 um^2
* Number of post-CTS setup repair buffers at 0
* Comb area at 150 um^2
* Critical path peak fanout at 2
* Share of post-route cells with drive strength above 1 at 33.3%
* Kind of critical path: register to output port
* Final-report max-slew violation count at 0
* CP endpoint kind: output port
* Biggest area cells: dfrtp_1, mux2_4, buf_6
* Tmin final at 1.36 ns
* First-pass GRT wire length at 1680 um
* Height of the chip at 81 um
* Clock Skew at 0 ns
* Top logic cell family in the synthesized netlist: multiplexers
* OpenROAD warning count at 25
* Largest Register: Q_DO
* Clock power share at 42.0%
* Clock-pin transition on the worst setup and hold timing paths at 0.05 ns
* Post-synthesis mux area share at 36.5%
* # fillers at 392
* TritonCTS Sinks at 10
* Area Overhead vs Synth at 85.4%
* First-pass iteration count of the detailed router at 2
* Post-synth seq share at 60.8%
* Die X-Extent at 81 um
* Crit path DRT at 1.20 ns
* CTS resizes at 0
* Synth Area in XOR/XNOR at 0%
* N_diodes at 0
* Setup TNS at 0 ns
* Slew headroom at 67.5%
* Basic Gates by Area at 0%
* Total gr overflow at 0
* Largest net degree at the start of global routing at 11
* Worst EP arrival at 1.06 ns
* Final Hold Fails at 0
* Top FF cell, synth: dfrtp_1
* Cell Pwr Density at 1040 nW/um^2
* Reg area at 250 um^2
* Fmax achieved at 0.733 GHz
* I/O pin cnt at 23
* VDD IR max at 0.275 mV
* Logic gate share of total power at 18.4%
* Rows at 22
* Area leader share at 60.8%
* Synthesized cell area at 412 um^2
* Critical path, cell by cell: clkdlybuf4s50_1
* Netlist cell types at 3
* WL final at 1060 um
* Core footprint at 3630 um^2
* Seq pwr share at 39.6%
* Adder Area Share at 0%
* Largest register FFs at 10
* Sw frac at 18.4%
* Hold Crit Class: input pin to asynchronous set/reset pin
-- per-stage QoR --
step           hold WS (ns)  cells  total power [uW]  setup slack (ns)  area, um^2
3_3_place_gp          0.499     92               466             0.102         708
3_5_place_dp          0.496     92               467            0.0926         708
6_report              0.401     96               790             0.136         763
2_1_floorplan       0.00441     21               359             0.638         412
4_1_cts               0.415     96               810             0.110         763
5_1_grt               0.431     96               837            0.0762         763
-- worst paths after layout --
kind | from | endpoint | slack (ns) | cells after the start
min in group clk0 | Q_DO[3] | Q_DO[3] | 0.51 | 1
max reg2reg | Q_DO[0] | Q_DO[0] | 0.73 | 1
max in group asynchronous | Rst_RBI | Q_DO[7] | 0.77 | 1
min reg2reg | Q_DO[3] | Q_DO[3] | 0.51 | 1
min | Rst_RBI | Q_DO[1] | 0.40 | 1
max | Q_DO[4] | Q_DO[4] | 0.14 | 1
-- final cells by class --
cell class / count / share of cell area, %
clock buffer: 4 / 7.21
multi-input combinational: 10 / 19.7
sequential: 10 / 32.8
tap: 48 / 7.87
timing repair buffer: 24 / 32.5
-- placed cells by master (no fill, tap or decap) --
master | netlist | layout
clkbuf_8 | 0 | 4
buf_12 | 0 | 1
clkdlybuf4s50_1 | 0 | 22
dfrtp_1 | 10 | 10
mux2_4 | 10 | 10
buf_4 | 0 | 1
-- metal layers --
metal | global-route usage (%) | part of all wire (%) | vias up
li1 | - | - | 127
met1 | 4.11 | 39 | 129
met2 | 5.41 | 52 | 10
met3 | 2.00 | 9.1 | 0
met4 | 0.519 | 0 | 0
met5 | 0 | 0 | -
-- power groups by stage --
stage,Sequential (uW),Combinational [uW],Clock (uW)
CTS,313,150,346
global route,318,157,362
finish,313,146,332
-- kinds of logic (layout without fill, tap and decap cells) --
kind of cell / Yosys count / count (layout)
mux: 10 / 10
flops: 10 / 10
buf+inv: 1 / 28
Power is estimated from default activity; no workload was simulated.
