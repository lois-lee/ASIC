==> flow/design.v <==
module MUX2
#(
  parameter WIDTH = 16
)
(
  input  [WIDTH-1:0] In0_DI,
  input  [WIDTH-1:0] In1_DI,
  input              Sel_SI,
  output [WIDTH-1:0] Out_DO
);
  assign Out_DO = Sel_SI ? In1_DI: In0_DI;
endmodule
==> flow/run.sh <==
#!/bin/bash
# OpenROAD 26Q1-2900-gdf79404cd8, Yosys 0.63+post, stock flow scripts
make -C /OpenROAD-flow-scripts/flow DESIGN_CONFIG=/design/flow/config.mk WORK_HOME=/design/flow/orfs finish
==> flow/config.mk <==
export PLATFORM = sky130hd
export DESIGN_NAME = MUX2
export DESIGN_NICKNAME = MUX2
export VERILOG_FILES = /design/flow/design.v
export SDC_FILE = /design/flow/constraint.sdc
export NUM_CORES = 4
export LEC_CHECK = 1
export CORE_AREA = 10 10 70 70
export DIE_AREA = 0 0 80 80
==> flow/constraint.sdc <==
current_design MUX2

set clk_period 1.0
set clk_io_pct 0.2

create_clock -name clk0 -period $clk_period

set non_clock_inputs [all_inputs -no_clocks]
set_input_delay [expr $clk_period * $clk_io_pct] -clock clk0 $non_clock_inputs
set_output_delay [expr $clk_period * $clk_io_pct] -clock clk0 [all_outputs]
==> notes.md <==
Status of the implementation.

- The run finished, with violations left.
- The checks that failed: setup timing.
- The number of diodes is 0, for reference.
- The global router's overall resource usage is 4.20%, for reference.
- In the final report, the number of pins over their slew limit comes to 0.
- The power report lists cell-internal power as 0.234 mW.
- The cell type with the largest total area is mux2_4, for reference.
- The data arrival time reported for the critical path is approximately 0.86 ns.
- The first global-routing pass estimated roughly 2200 µm of wire.
- The cell occurring most often along the worst timing path is buf_12, for reference.
- The maximum number of pins on one net before global-route repair is 9, for reference.
- The area share of the largest cell type after synthesis is 60.3%, for reference.
- The sum of routed wire length over all layers is about 1400 µm, for reference.
- For reference, the mux area share after synthesis is between 80% and 90%.
- The share of the cycle needed by the critical path after routing is 106%, for reference.
- The overall die width is around 80 µm, for reference.
- The cell with the largest stage delay on the worst path is mux2_4, for reference.
- Per the layout area report, the register area comes to 0 µm².
- In this run, flip-flops and latches consume 0% of the power.
- Looking at the power breakdown, combinational cells take 100.0% of the total.
- The upper clock frequency limit is around 950 MHz, for reference.
- The register share after synthesis is 0%, for reference.
- The area of the core is approximately 3400 µm², for reference.
- Setup repair after global routing could not meet its margin everywhere.
- Max fanout on the critical path was recorded as 8.
- After synthesis the cells add up to about 250 µm².
- The worst setup path is launched from a primary input.
- Per the OpenROAD power report, switching power amounts to just under 0.07 mW.
- Post-CTS timing repair inserted 0 buffers for setup.
- Setup total negative slack on the finished layout was measured at -0.817 ns.
- The number of antenna violations at the first check in global routing is 0.
- Walking the worst path, the cells encountered are buf_12 -> buf_12 -> mux2_4 -> buf_6.
- The xor/xnor cell area share of the yosys netlist is 0%, for reference.
- Counting instances in the post-synthesis netlist gives the leading cell types as mux2_4, mux2_2, buf_12, buf_6.
- The mean routed wirelength per cell is approximately 12 µm, for reference.
- The gate-level netlist out of Yosys references 4 unique cell types.
- Per STA, the startpoint of the critical path is Sel_SI.
- The number of warnings printed during yosys synthesis is 0, for reference.
- The number of remaining DRC errors is 0, for reference.
- The final setup slack of the worst path is -0.0564 ns, for reference.
- The count of warning messages emitted by the tools is 34, for reference.
- The cell count after synthesis came out at 18.
- The number of ports placed on the die boundary is ~50, for reference.
- The worst vdd rail ir drop is 151 µV, for reference.
- The final timing report lists a hold violation count of 0.
- The number of max-cap violations is 0, for reference.
- For the worst setup path, the data required time is about 0.8 ns.
- Hold is met by slightly below 0.8 ns.
- Cells with a size suffix above 1 make up a little over half of the layout.
- The final-layout fill cell count is ~370, for reference.
- For this run, the detailed router's first-pass iteration total came to 2.
- The script extracted a total leakage power of 0.417 nW.
- The shortest clock period the worst path allows after layout is around 1.1 ns, for reference.
- For this block, the initial DRC count from the detailed router was 2.
- The clock network accounts for 0% of the total power.
- The mean post-synth cell area is 13.8 µm², for reference.
- The count of standard-cell rows is 21, for reference.
- The worst setup path is captured at a primary output.
- There are 0 flip-flops and latches.
- The detailed-placement wirelength estimate is between 1000 and 1500 µm, for reference.
- The critical setup path kind is in2out, for reference.
- The critical path runs through a total of 4 cells.
- After synthesis, the cell types taking the most area are mux2_4, mux2_2, buf_12.
- For the pin with the worst max-slew slack, the measured transition is 0.0710 ns.
- Looking at the gate-level netlist, the highest instance count belongs to mux2_4.
- The routed design shows a via density per instance of between 3 and 4.
- Following the worst setup path forward leads to its endpoint at Out_DO[14].
- The floorplan step records an initial core utilization of around 7.3%.
- Buffers placed on the I/O ports in this run total 49.
- After synthesis, the largest family of logic cells by area is multiplexers.
- After Yosys synthesis, AND-OR and OR-AND compound gates account for 0% of the synthesized area.
- The simple-gate share of the synthesized area is 0%, for reference.
- Among all stages on the critical path, the maximum delay recorded is about 0.3 ns.
- For this block, the via count after detailed routing is roughly 360.
- The via count of the first global-routing pass was around 430.
- Together, buffers and inverters on the worst path number 3.
- The count of nets left with antenna violations after detail routing is 0, for reference.
- Across all checked pins, the minimum headroom to the slew limit is a little over nine tenths.
- The final report lists the setup-violating endpoint count as 16.
- Per the layout report, the design carries 0 clock buffers.
- In this run switching power makes up ~22% of total power.
- Of the total synthesized cell area, the portion taken by full adders, half adders and majority gates is 0%.
- In this run the worst hold path is classified as in2out.
- The post-cts hold-fix buffer tally is 0, for reference.
- The die is 80 µm tall.
- The cell class contributing the biggest share of worst-path delay is buffers and inverters, for reference.
- The power per unit of standard cell area is between 300 and 400 nW/µm², for reference.
- The overall die size recorded for this design is about 6400 µm².
- Yosys stat counts 18 cells in the synthesized netlist.
- The global route stage reports its total congestion overflow as 0.
- The weighted congestion at the end of routability-driven global placement is 0.815, for reference.
- After synthesis, the chip area reported by Yosys is 249 µm².
- Between the synthesized netlist and the finished layout, the area growth was recorded as 219%.
==> repair_timing <==
item	in CTS	in global routing
resized	102	5
endpoints found under the setup margin	16	16
cloned	1	0
==> power by group through the flow <==
stage | Sequential, mW | Combinational, mW | Clock, mW
6_report | 0 | 0.301 | 0
5_1_grt | 0 | 0.326 | 0
4_1_cts | 0 | 0.286 | 0
==> cell type report <==
cell class,instances,area [µm²],area share [%]
multi-input combinational,16,240,30.2
tap,46,57.6,7.24
timing repair buffer,51,497,62.5
==> routing by layer <==
| layer | vias to the layer above | GRT usage [%] | part of all wire [%] | wire length, µm |
|---|---|---|---|---|
| li1 | 167 | - | - | - |
| met1 | 143 | 6.39 | 53 | 738 |
| met2 | 49 | 4.49 | 24 | 337 |
| met3 | 0 | 3.30 | 23 | 329 |
| met4 | 0 | 0 | 0 | 0 |
| met5 | - | 0 | 0 | 0 |
==> kinds of logic after synthesis <==
logic type	Yosys count
mux	16
buf+inv	2
==> cells in the final DEF (no fill, tap or decap) <==
| cell type | n |
|---|---|
| dlygate4sd2_1 | 32 |
| mux2_4 | 16 |
| buf_6 | 11 |
| buf_2 | 5 |
| buf_12 | 2 |
| buf_16 | 1 |
==> worst min path at each step <==
stage             to  slack, ns  startpoint  cells past startpoint
6_report   Out_DO[5]       0.79   In0_DI[5]                      3
5_1_grt   Out_DO[12]       0.81  In0_DI[12]                      3
4_1_cts    Out_DO[9]       0.80   In0_DI[9]                      3
==> metrics by stage <==
step	utilization (%)	area (µm²)	std cells	setup WS [ns]	total power, mW
final	23.3	795	113	-0.0564	0.301
after global routing	23.3	795	113	-0.0712	0.326
after CTS	22.3	763	113	-0.0602	0.286
after detailed placement	23.0	786	112	-0.853	0.319
after global placement	23.0	786	112	-0.846	0.319
after floorplan	-	249	18	0.0725	0.0893
Power is estimated from default activity; no workload was simulated.
